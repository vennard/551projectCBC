## /design/flow/run.sh

```bash
#!/bin/bash
# OpenROAD 26Q1-2900-gdf79404cd8, Yosys 0.63+post, stock flow scripts
make -C /OpenROAD-flow-scripts/flow DESIGN_CONFIG=/design/flow/config.mk WORK_HOME=/design/flow/orfs finish
```

## /design/flow/design.v

```verilog
module PWM (clk, rst_n, wrt_duty, duty, CH_A, CH_B);
  input clk;
  input rst_n;
  input wrt_duty;
  input [13:0] duty;
  output reg CH_A;
  output reg CH_B;
  reg [13:0] duty_ff;
  reg [12:0] cnt;
  wire [12:0] duty_2s;
	wire empty;
	wire eq;
	wire CH_A_nxt;
	wire CH_B_nxt;
  always@(posedge clk or negedge rst_n) begin
    if(!rst_n)
      duty_ff <= 0;
    else if(wrt_duty == 1)
      duty_ff <= duty;
    else
      duty_ff <= duty_ff;
  end
  always@(posedge clk or negedge rst_n) begin
    if(!rst_n)
      cnt <= 0;
	 else if(wrt_duty)
		cnt <= 0;
    else
      cnt <= cnt + 1;
  end
  assign empty = ~|cnt;
  assign duty_2s = (~duty_ff[12:0]) + 1;
  assign eq = (cnt == (duty_ff[13] ? duty_2s[12:0] : duty_ff[12:0]));
  assign CH_A_nxt = (duty_ff[13] || eq) ? 0 :
                    empty               ? 1 :
                    CH_A;
  always@(posedge clk or negedge rst_n) begin
      if(!rst_n)
        CH_A <= 0;
      else if(wrt_duty)
			CH_A <= 0;
		else
        CH_A <= CH_A_nxt;
  end
  assign CH_B_nxt = ((!duty_ff[13]) || eq) ? 0 :
                    empty                  ? 1 :
                    CH_B;            
  always@(posedge clk or negedge rst_n) begin
      if(!rst_n)
        CH_B <= 0;
      else if(wrt_duty)
		  CH_B <= 0;	 
		else
        CH_B <= CH_B_nxt;
  end
endmodule
```

## /design/flow/constraint.sdc

```tcl
current_design PWM

set clk_period 4.5
set clk_io_pct 0.2

create_clock -name clk0 -period $clk_period [get_ports {clk}]

set non_clock_inputs [all_inputs -no_clocks]
set_input_delay [expr $clk_period * $clk_io_pct] -clock clk0 $non_clock_inputs
set_output_delay [expr $clk_period * $clk_io_pct] -clock clk0 [all_outputs]
```

## /design/flow/config.mk

```make
export PLATFORM = sky130hd
export DESIGN_NAME = PWM
export DESIGN_NICKNAME = PWM
export VERILOG_FILES = /design/flow/design.v
export SDC_FILE = /design/flow/constraint.sdc
export NUM_CORES = 4
export LEC_CHECK = 1
export CORE_AREA = 10 10 104 104
export DIE_AREA = 0 0 114 114
```

==> out/results.ini <==
[status]
status=finished clean

[floorplanning]
die-area_sq_um=13000
design.core.area_sq_um=8680
initial_utilization_pct=19.9
rows=34
die_height_um=114
pin_count=19
die_w_um=114

[cells_and_area]
fill_cells=941
fin_area_sq_um=2100
drive_gt1_share_pct=13.2
flow.area_growth_from_synthesis_pct=21.7

[place]
routabilityCongestion=0.820
port_buffers=18
dpl-instance-area_sq_um=2020
place.detailed.hpwl_um=2940
placement.setup.worst_slack_ns=2.04

[drt]
drcViolationCount=0
1st_iter_drt_viols=60
vias=1311
detail_route.first_pass.iterations=4
routed_wire_length_per_instance_um=12.4
vias_per_cell=4.30
antenna-diode-count=0
ant_nets_after_route=0
routed_wl_um=3770

[global_route]
grt_first_pass_wirelength_um=6460
total_routing_usage_reported_by_global_routing_pct=5.93
first_global_vias=1354
grt_overflow_total=0
grt_start_max_net_pins=30
initial_antenna_violation_count=0

[pwr]
power.density_nw_per_um2=291
power.switching_uw=168
share_comb_of_total_power_pct=17.7
reg_power_share_pct=49.6
power.internal_uw=443
power_switching_share_pct=27.5
max-vdd-ir-drop_uv=82.7
totalPowerFinal_uw=611
power_leakage_nw=0.843
clk_pwr_share_pct=32.7

[final_timing]
max_clock_freq_mhz=432
hold_viol_final=0
layout_worst_path_cycle_share_pct=51.5
worst_slew_margin_rel_pct=47.7
timing_max_transition_violations_final=0
final.setup_skew_ns=0.00555
setup_tns_ns=0
setup-violations-final=0
fin_ws_ns=2.18
worst-slew-pin-transition_ns=0.778
holdWs_ns=0.517
final_critical_path_time_including_i_o_delays_and_setup_ns=2.32
rsz_0062_raised_after_global_routing=no

[worst_setup_path]
crit_path_cells=or4_1 > or4_1 > a21o_1 > a41o_1 > a31oi_1
timing.critical_path.slowest_cell_delay_ns=0.66
cp.required_ns=4.70
critPathSlowestCell=sky130_fd_sc_hd__or4_1
path_max_fanout=7
timing.critical_path.from_type=flop
crit_arrival_ns=2.51
cp_common_cell=sky130_fd_sc_hd__or4_1
ff2ff_path_depth=5
cp-end-kind=flop
setup.worst_path.class=reg2reg

[clock_tree]
tritoncts=done
cts-buffers-inserted=5
path_clk_slew_ns=0.06
cts-root-to-sink-buffers=2
cts_setup_buffers=0
later_pin_clock_latency_in_the_skew_report_ns=0.28
clock-root-buffer=sky130_fd_sc_hd__clkbuf_8
cts.hold.buffers_added=0
cts-resized-gates=0
cts.sinks=29
cts.htree.levels=2

[yosys]
synth_top_area_share_pct=42.0
syn-instance-count=176
synthArstFlopShare_pct=100
ys.flop_type=sky130_fd_sc_hd__dfrtp_1
synth_cell_types=41
enable_flop_cells=0
common_cells=sky130_fd_sc_hd__dfrtp_1, sky130_fd_sc_hd__nor2_1, sky130_fd_sc_hd__xor2_1
yosys-stat-cells=176
postSynthRegisterBits=29
post_syn_area_sq_um=1730
post_synth.cell_area_avg_sq_um=9.82
netlist_top_cells_area=sky130_fd_sc_hd__dfrtp_1, sky130_fd_sc_hd__xor2_1, sky130_fd_sc_hd__mux2_2
yosysMostFrequentCell=sky130_fd_sc_hd__dfrtp_1
yosys-stat-area_sq_um=1730
yosysWarnings=1
synth.largest_area_cell=sky130_fd_sc_hd__dfrtp_1
yosysSeqAreaShare_pct=42.0

[worst_hold_path]
timing.hold.worst_path_depth=1
holdCritPathClass=reg2reg

[run]
max_cap_violations=0
count_of_warning_messages_emitted_by_the_tools=26

[flip-flops by register name (all words and copies together), names as in the netlist]
signal	count
duty_ff	14
cnt	13
CH_A	1
CH_B	1
[power by group through the flow]
stage | logic, mW | clock network, mW | registers [mW]
5_1_grt | 0.124 | 0.222 | 0.307
6_report | 0.108 | 0.200 | 0.303
4_1_cts | 0.110 | 0.208 | 0.303
[worst paths after layout]
path                       startpoint      to  slack (ns)
hold / removal                 cnt[0]  cnt[0]        0.52
min in group asynchronous       rst_n  cnt[6]        1.01
setup reg to reg           duty_ff[2]    CH_A        2.18
setup / recovery           duty_ff[2]    CH_A        2.18
max in group asynchronous       rst_n  cnt[3]        3.22
hold reg to reg                cnt[0]  cnt[0]        0.52
[cells in the final DEF, fill, tap and decap left out, types with 2 or more instances in the layout]
cell,count
sky130_fd_sc_hd__dfrtp_1,29
sky130_fd_sc_hd__nor2_1,18
sky130_fd_sc_hd__clkdlybuf4s50_1,18
sky130_fd_sc_hd__xor2_1,15
sky130_fd_sc_hd__xnor2_1,13
sky130_fd_sc_hd__mux2_2,11
sky130_fd_sc_hd__nand3_1,8
sky130_fd_sc_hd__nand2_1,8
sky130_fd_sc_hd__inv_1,7
sky130_fd_sc_hd__o21ai_0,5
sky130_fd_sc_hd__clkbuf_8,5
sky130_fd_sc_hd__and3_1,4
sky130_fd_sc_hd__or3_1,4
sky130_fd_sc_hd__nor4_1,4
sky130_fd_sc_hd__nor3_1,4
sky130_fd_sc_hd__a31oi_1,4
sky130_fd_sc_hd__a21oi_1,3
sky130_fd_sc_hd__o41ai_1,3
sky130_fd_sc_hd__ha_1,3
sky130_fd_sc_hd__nor2b_1,2
sky130_fd_sc_hd__a21o_1,2
sky130_fd_sc_hd__or4_1,2
sky130_fd_sc_hd__or2_2,2
sky130_fd_sc_hd__o211ai_1,2
sky130_fd_sc_hd__o31ai_1,2
sky130_fd_sc_hd__clkinv_2,2
sky130_fd_sc_hd__buf_4,2
[layout make-up]
cell class / count / area (sq um) / area share, %
clock buffers: 6 / 72.6 / 3.45
clock inverters: 2 / 10.0 / 0.476
inverters: 7 / 26.3 / 1.25
multi-input cells: 133 / 938 / 44.6
flip-flops and latches: 29 / 726 / 34.5
well taps: 108 / 135 / 6.42
repair buffers: 20 / 195 / 9.28
[metrics by stage]
stage | instances | utilization [%]
5_1_grt | 305 | 24.2
2_1_floorplan | 176 | -
3_5_place_dp | 297 | 23.3
6_report | 305 | 24.2
4_1_cts | 305 | 24.2
3_3_place_gp | 297 | 23.3
[routing by layer]
metal  part of all wire (%)  track usage (%)
met5                      0                0
met2                     50             10.0
met1                     46             7.83
met4                    1.4             1.00
met3                    2.7             1.12
[worst max-delay path, delay by kind of cell (launching register included)]
family / cells / cell delay (ns)
simple gates: 2 / 1.16
flops: 1 / 0.45
compound gates: 3 / 0.62
[cells by family after synthesis]
logic type               after synthesis  synth area share [%]
AND/OR/NAND/NOR                       63                  19.1
multiplexers                          12                  7.75
AND-OR/OR-AND                         27                  11.1
flip-flops                            29                  42.0
XOR/XNOR                              28                  14.2
buffers and inverters                 14                  3.69
adder cells (fa/ha/maj)                3                  2.17
